<file path="flow/config.mk">
export PLATFORM = sky130hd
export DESIGN_NAME = APB_controller
export DESIGN_NICKNAME = APB_controller
export VERILOG_FILES = /design/flow/design.v
export SDC_FILE = /design/flow/constraint.sdc
export NUM_CORES = 4
export LEC_CHECK = 1
export CORE_AREA = 10 10 203 203
export DIE_AREA = 0 0 213 213
</file>
<file path="flow/constraint.sdc">
current_design APB_controller

set clk_period 2.1
set clk_io_pct 0.2

create_clock -name clk0 -period $clk_period [get_ports {Hclk}]

set non_clock_inputs [all_inputs -no_clocks]
set_input_delay [expr $clk_period * $clk_io_pct] -clock clk0 $non_clock_inputs
set_output_delay [expr $clk_period * $clk_io_pct] -clock clk0 [all_outputs]
</file>
<file path="flow/design.v">
`timescale 1ns / 1ps
module APB_controller(
input Hclk,
input Hresetn,
input [31:0] Haddr,
input [31:0] Hwdata,
input valid,
input [31:0] Haddr1,
input [31:0] Haddr2,
input [31:0] Hwdata1,
input [31:0] Hwdata2,
input Hwritereg,
input [2:0] tempselx,
input Hwrite,
input [31:0] Prdata,
output reg Hreadyout,
output reg Pwrite,
output reg Penable,
output reg [2:0] Pselx,
output reg [31:0] Pwdata,
output reg [31:0] Paddr
    );
    parameter ST_IDLE=3'b000,
              ST_WWAIT=3'b001,
              ST_WRITEP=3'b010,
              ST_WENABLEP=3'b011,
              ST_WRITE=3'b100,
              ST_WENABLE=3'B101,
              ST_RENABLE=3'b110,
              ST_READ=3'b111;
    reg [2:0] present_state,next_state;
    always @(posedge Hclk)begin
       if(!Hresetn)
         present_state <= ST_IDLE;
       else
         present_state <= next_state;
     end
    always @(*)begin
      case(present_state)
         ST_IDLE:begin 
                  if(valid && Hwrite)
                    next_state = ST_WWAIT;
                  else if(valid && ~Hwrite)
                    next_state = ST_READ;
                  else
                    next_state = ST_IDLE;
                  end  
         ST_WWAIT:begin 
                   if(valid)
                     next_state = ST_WRITEP;
                   else
                     next_state = ST_WRITE;
                  end   
         ST_WRITEP: begin
                     next_state = ST_WENABLEP;
                    end 
         ST_WRITE: begin
                   if(valid)
                     next_state = ST_WENABLEP;
                   else
                     next_state = ST_WENABLE;
                   end  
         ST_WENABLEP: begin
                       if(valid && Hwritereg)
                        next_state = ST_WRITEP;
                       else if(~valid && Hwritereg)
                        next_state = ST_WRITE;
                       else 
                        next_state = ST_READ; 
                      end    
         ST_WENABLE: begin 
                       if(~valid)
                        next_state = ST_IDLE;
                       else if(valid && Hwrite)
                        next_state = ST_WWAIT;
                       else
                        next_state = ST_READ;
                     end  
         ST_RENABLE: begin  
                       if(~valid)
                        next_state = ST_IDLE; 
                       else if(valid && Hwrite)
                        next_state = ST_WWAIT;
                       else
                        next_state = ST_READ;
                     end   
          ST_READ:begin    
                      next_state = ST_RENABLE;
                  end
          default: begin
                     next_state = ST_IDLE;
                   end              
     endcase
   end  
reg Penable_temp,Hreadyout_temp,Pwrite_temp;
reg [2:0] Pselx_temp;
reg [31:0] Paddr_temp, Pwdata_temp;
always @(*)
 begin:OUTPUT_COMBINATIONAL_LOGIC
   case(present_state)
	ST_IDLE: begin
			  if (valid && ~Hwrite) 
			   begin:IDLE_TO_READ
			        Paddr_temp=Haddr;
				    Pwrite_temp=Hwrite;
				    Pselx_temp=tempselx;
				    Penable_temp=0;
				    Hreadyout_temp=0;
			   end
			  else if (valid && Hwrite)
			   begin:IDLE_TO_WWAIT
			        Pselx_temp=0;
				    Penable_temp=0;
				    Hreadyout_temp=1;			   
			   end
			  else
               begin:IDLE_TO_IDLE
			         Pselx_temp=0;
				     Penable_temp=0;
				     Hreadyout_temp=1;	
			   end
		     end    
	ST_WWAIT:begin
	          if (~valid) 
			   begin:WAIT_TO_WRITE
			         Paddr_temp=Haddr1;
				     Pwrite_temp=1;
				     Pselx_temp=tempselx;
				     Penable_temp=0;
				     Pwdata_temp=Hwdata;
				     Hreadyout_temp=0;
			   end
			  else 
			   begin:WAIT_TO_WRITEP
			         Paddr_temp=Haddr1;
				     Pwrite_temp=1;
				     Pselx_temp=tempselx;
				     Pwdata_temp=Hwdata;
				     Penable_temp=0;
				     Hreadyout_temp=0;		   
			   end
		     end  
	ST_READ: begin:READ_TO_RENABLE
			       Penable_temp=1;
			       Hreadyout_temp=1;
		     end
	ST_WRITE:begin
              if (~valid) 
			   begin:WRITE_TO_WENABLE
				     Penable_temp=1;
				     Hreadyout_temp=1;
			   end
			  else 
			   begin:WRITE_TO_WENABLEP  
				     Penable_temp=1;
				     Hreadyout_temp=1;		   
			   end
		     end
	ST_WRITEP:begin:WRITEP_TO_WENABLEP
                    Penable_temp=1;
			        Hreadyout_temp=1;
		      end
	ST_RENABLE:begin
	            if (valid && ~Hwrite) 
				 begin:RENABLE_TO_READ
					   Paddr_temp=Haddr;
					   Pwrite_temp=Hwrite;
					   Pselx_temp=tempselx;
					   Penable_temp=0;
					   Hreadyout_temp=0;
				 end
			  else if (valid && Hwrite)
			    begin:RENABLE_TO_WWAIT
			          Pselx_temp=0;
				      Penable_temp=0;
				      Hreadyout_temp=1;			   
			    end
			  else
                begin:RENABLE_TO_IDLE
			          Pselx_temp=0;
				      Penable_temp=0;
				      Hreadyout_temp=1;	
			    end
		       end
	ST_WENABLEP:begin
                 if (~valid && Hwritereg) 
			      begin:WENABLEP_TO_WRITEP
			            Paddr_temp=Haddr2;
				        Pwrite_temp=Hwrite;
				        Pselx_temp=tempselx;
				        Penable_temp=0;
				        Pwdata_temp=Hwdata;
				        Hreadyout_temp=0;
				  end
			    else 
			     begin:WENABLEP_TO_WRITE_OR_READ  
			           Paddr_temp=Haddr2;
				       Pwrite_temp=Hwrite;
				       Pselx_temp=tempselx;
				       Pwdata_temp=Hwdata;
				       Penable_temp=0;
				       Hreadyout_temp=0;		   
			     end
		        end
	ST_WENABLE :begin
	             if (~valid && Hwritereg) 
			      begin:WENABLE_TO_IDLE
				        Pselx_temp=0;
				        Penable_temp=0;
				        Hreadyout_temp=0;
				  end
			    else 
			     begin:WENABLE_TO_WAIT_OR_READ  
				       Pselx_temp=0;
				       Penable_temp=0;
				       Hreadyout_temp=0;		   
			     end
		        end
 endcase
end
always @(posedge Hclk)
 begin
  if (~Hresetn)
   begin
    Paddr<=0;
	Pwrite<=0;
	Pselx<=0;
	Pwdata<=0;
	Penable<=0;
	Hreadyout<=0;
   end
  else
   begin
    Paddr<=Paddr_temp;
	Pwrite<=Pwrite_temp;
	Pselx<=Pselx_temp;
	Pwdata<=Pwdata_temp;
	Penable<=Penable_temp;
	Hreadyout<=Hreadyout_temp;
   end
  end
endmodule
</file>
<file path="flow/run.sh">
#!/bin/bash
# OpenROAD 26Q1-2900-gdf79404cd8, Yosys 0.63+post, stock flow scripts
make -C /OpenROAD-flow-scripts/flow DESIGN_CONFIG=/design/flow/config.mk WORK_HOME=/design/flow/orfs finish
</file>
==> changes_impl.md <==
### Physical design

* Outcome: complete, no violations
* Clk pin slew, worst setup/hold paths at 0.07 ns
* CTS Buf Count at 9
* RR Startpoint: present_state[4]
* Vias at 3023
* Synth Warn # at 1
* Simple share at 14.4%
* Area taken by multi-input logic gates at 1150 µm²
* Setup bufs post-CTS at 0
* Fin area at 6720 µm²
* Worst hold path startpoint: Hresetn
* Root Driver: clkbuf_16
* Top-level I/O count at 302
* Pre-Place Util at 10.4%
* Largest net degree at the start of global routing at 53
* Total negative setup slack at 0 ns
* Mean number of vias per cell at 3.02
* Final max-slew violation count at 0
* Slowest stage delay, CP at 0.54 ns
* Yosys Chip Area at 3820 µm²
* Placement Cell Area at 6430 µm²
* Area contributors post-synth: dfxtp_1 (41%), dlxtn_1 (27%), and2_1 (11%), a22o_1 (7.3%), a21o_1 (6.3%)
* Distinct cell type count after synthesis at 27
* PostCTS Resize Cnt at 0
* Endpoints failing hold at 0
* # fillers at 4020
* Met3 Routed Length at 1.77 mm
* GRT Total Usage at 5.88%
* Critical path, cell by cell: clkdlybuf4s50_1
* Fmax at 613 MHz
* Yosys cell count at 325
* Detailed Routing Iterations Pass 1 at 4
* Top logic family: AND-OR/OR-AND gates
* Syn avg cell area at 11.8 µm²
* RSZ-0062 raised after global routing: no
* Vias in the first global route at 3175
* Syn-to-layout area delta at 75.8%
* CTS Hold Buffers Added at 0
* First-pass GRT wire length at 19.5 mm
* CP Max Fanout at 1
* Max Cap Violations at 0
* Cell accounting for the most synthesized area: dfxtp_1
* Cell family with most CP delay: buffers and inverters
* Syn Inst Count at 325
* Power density over cell area at 584 nW/µm²
* Reg2Reg Depth at 2
* DPL Wire Length at 10.7 mm
* Total tool warning count at 121
* Critical path class: flip-flop to primary output
* Min cycle time layout at 1.63 ns
* Die Wd at 213 µm
* # rows at 70
* Compound Share, Synth at 15.6%
* Register pins left without a clock at 68
* Die Height at 213 µm
* Reg area at 2580 µm²
* Min-delay worst type: primary input to flip-flop
* Number of antenna-violating nets in the routed design at 0
* Slowest stage cell, crit path: clkdlybuf4s50_1
* Starting DRT DRC Count at 74
* M1 wire length at 5.85 mm
* PortBufs at 205
* Kind of start point of the critical path: flip-flop
* Top sig layer: met4
* Leak at 0.00275 µW
* WP data required at 1.68 ns
* Top cell area share at 40.9%
* Max-Slew Margin vs Limit at 64.8%
* Final setup violation count at 0
* VDD IR max at 0.298 mV
* Chip Area at 45400 µm²
* Critical path capture point type: primary output
* Gpl congestion at 0.765
* Clk latency of the worst-skew pair at 0.36 ns
* Final Cycle Share at 77.7%
* Post-route DRC violation count at 0
* Dpl cells at 985
* Synth mux share at 0%
* Antenna diodes at 0
* Cell Area, Synth at 3820 µm²
* R2R setup slack at 1.02 ns
* Clock Path Buffers at 2
* Worst Hold Endpoint: present_state[0]
* Endpoints left unconstrained at 68
* Grt total ovfl at 0
* Core footprint at 36700 µm²
* Initial antenna violation count at 0
* Xor-xnor portion of the synthesized cell area at 0%
* DR WL/cell at 13.9 µm
* WL met2 at 6.12 mm
* FF-to-FF End: Hreadyout
* Layout cells sized above 1 at 6.38%
* H-tree lvl count at 3
* CTS tree: done
* Core Util, Final at 18.3%
* FA/HA/MAJ Cells, Area Fraction at 0%
* Worst EP arrival at 1.21 ns
* Final WL at 13.9 mm
* Clk_skew at 0.00156 ns
* Total power at 3930 µW
* Measured slew at the worst slew-check pin at 0.527 ns
* WHS Path Cells at 2
* Seq cells post-synth at 146
* Buf/Inv on CP at 1
* Non-filler cells, final at 1001
==> routing by layer <==
metal,track usage (%),vias to the layer above
li1,-,1488
met1,7.14,1370
met2,9.35,152
met3,3.09,13
met4,0.665,0
met5,0,-
==> state kept, by name (all words and copies together) (netlist names) <==
register       flops
Paddr             32
Paddr_temp        32
Pwdata            32
Pwdata_temp       32
present_state      8
Pselx              3
Pselx_temp         3
Hreadyout          1
Penable            1
Pwrite             1
Pwrite_temp        1
==> cells by family after synthesis <==
group,after synthesis
AOI/OAI and AO/OA,73
latches,68
DFF,78
and+or+nand+nor,86
buffers and inverters,20
==> cell usage after synthesis (all sizes together) <==
cell type  instances
a21boi             3
a211o              1
o21ai              1
a21oi              2
dlxtn             68
or3                2
inv                1
nor3b              3
o32ai              1
buf               12
a22o              32
nor3               2
dfxtp             78
a32o               1
nand2b             1
a21o              32
nor2               3
clkbuf             7
or2                2
and2              70
nand2              2
or3b               1
==> worst max-delay path by stage <==
stage	start	to	slack, ns	depth (start not counted)
global route	Pwrite	Pwrite	0.41	1
CTS	Pwrite	Pwrite	0.42	1
finish	Pwrite	Pwrite	0.47	1
==> metrics by stage <==
step           hold slack [ns]  setup slack (ns)
5_1_grt                  0.499             0.412
4_1_cts                  0.451             0.422
3_3_place_gp             0.456             0.563
3_5_place_dp             0.467             0.529
2_1_floorplan            0.438              1.07
6_report                 0.451             0.469
==> power breakdown <==
group,total (µW),leakage [µW],switching [µW],internal [µW]
logic,600,0.00141,183,416
clock network,1590,0.000142,714,876
registers,1740,0.00120,32.3,1700
total,3930,0.00275,929,3000
==> cells in the final DEF (no fill, tap or decap), types with 2 or more instances in the layout <==
cell and count:
a21o_1 32, nor3b_1 2, nor2_1 2, buf_4 5, clkbuf_8 2, a21boi_2 3
a22o_1 32, dfxtp_1 76, dfxtp_2 2, and2_1 69, nor3_1 2, clkdlybuf4s50_1 204
dlxtn_1 68, a21oi_1 2, or2_1 2, nand2_1 2, clkinv_4 3, clkbuf_16 9
==> cell type report <==
| cell class | count | area share [%] |
|---|---|---|
| sequential | 146 | 38.5 |
| timing repair buffer | 211 | 31.3 |
| multi-input combinational | 159 | 17.1 |
| tap | 468 | 8.71 |
| clock buffer | 11 | 3.76 |
| clock inverter | 5 | 0.633 |
| inverter | 1 | 0.0558 |
Power is estimated from default activity; no workload was simulated.
