`config.mk`:
```
export PLATFORM = sky130hd
export DESIGN_NAME = AHB_SLAVE_INTERFACE
export DESIGN_NICKNAME = AHB_SLAVE_INTERFACE
export VERILOG_FILES = /design/flow/design.v
export SDC_FILE = /design/flow/constraint.sdc
export NUM_CORES = 4
export LEC_CHECK = 1
export CORE_AREA = 10 10 171 171
export DIE_AREA = 0 0 181 181
```
`design.v`:
```
`timescale 1ns / 1ps
module AHB_SLAVE_INTERFACE(
input Hclk,
input Hresetn,
input Hwrite,
input Hreadyin,
input [1:0] Htrans,
input [31:0] Haddr,
input [31:0] Hwdata,
input [31:0] Prdata,
output [1:0] Hresp,
output [31:0] Hrdata,
output reg valid,
output reg [31:0] Haddr1,
output reg [31:0] Haddr2,
output reg [31:0] Hwdata1,
output reg [31:0] Hwdata2,
output reg Hwritereg,
output reg [2:0] tempselx
  );
  assign Hresp = 2'b00; 
  assign Hrdata = Prdata;
  always @(*)begin
    if(!Hresetn)
      valid = 1'b0;
    else if(Hreadyin && (Htrans==2'b11 || Htrans==2'b10) && (Haddr >= 32'h80000000 && Haddr < 32'h8c000000))
      valid = 1'b1;
    else 
      valid = 1'b0;
 end
  always @(*)begin
    if(Hresetn && Haddr >=32'h80000000 && Haddr < 32'h84000000)
      tempselx = 3'b001;
    else if(Hresetn && Haddr >=32'h84000000 && Haddr < 32'h88000000)
      tempselx = 3'b010;
    else if(Hresetn && Haddr >=32'h88000000 && Haddr < 32'h8c000000)
      tempselx = 3'b100;
    else tempselx = 3'b000;
 end  
  always @(posedge Hclk)begin
    if(!Hresetn)begin
       Haddr1 <= 32'b0;
       Haddr2 <= 32'b0;
     end
     else 
     begin
       Haddr1 <= Haddr;
       Haddr2 <= Haddr1;
     end
   end    
   always @(posedge Hclk)begin
    if(!Hresetn)begin
       Hwdata1 <= 32'b0;
       Hwdata2 <= 32'b0;
     end
     else 
     begin
       Hwdata1 <= Hwdata;
       Hwdata2 <= Hwdata1;
     end
   end  
    always @(*)begin
    if(!Hresetn)
      Hwritereg <= 1'b0;
    else 
      Hwritereg <= Hwrite;
 end                
endmodule
```
`constraint.sdc`:
```
current_design AHB_SLAVE_INTERFACE

set clk_period 1.4
set clk_io_pct 0.2

create_clock -name clk0 -period $clk_period [get_ports {Hclk}]

set non_clock_inputs [all_inputs -no_clocks]
set_input_delay [expr $clk_period * $clk_io_pct] -clock clk0 $non_clock_inputs
set_output_delay [expr $clk_period * $clk_io_pct] -clock clk0 [all_outputs]
```
`run.sh`:
```
#!/bin/bash
# OpenROAD 26Q1-2900-gdf79404cd8, Yosys 0.63+post, stock flow scripts
make -C /OpenROAD-flow-scripts/flow DESIGN_CONFIG=/design/flow/config.mk WORK_HOME=/design/flow/orfs finish
```
==> run_results.csv <==
group,metric,value,unit
outcome,outcome,"finished, violations left",
outcome,failed_checks,"negative setup slack",
pwr,power_total,9.02,mW
placed_design,dp_slack,-744,ps
floorplanning,die.size.y,181,µm
sta,rsz0062_at_grt,"yes",
floorplanning,floorplan.core_area,25300,µm²
clock_tree,clkSinkCount,128,
clock_tree,clkTransAtPathRegs,60,ps
critical_path,critical_path_required,1120,ps
placed_design,place.gp.congestion,0.731,
global_route,grt_util_all_layers,6.61,%
synth,synth_area_leader_cell,"sky130_fd_sc_hd__dfxtp_1",
synth,ys_types,12,
pwr,max_rail_drop_vdd,0.470,mV
synth,ys_cells,312,
synth,seq_total_area_yosys,68.3,%
drt,firstDrtPassIters,4,
synth,post_synth_inst_count,312,
critical_path,critical_path_class,"primary input to primary output",
global_route,grt_overflow,0,
critical_path,worst_setup_path_start_kind,"primary input",
run,max_cap_violations,0,
critical_path,slowest_stage,"sky130_fd_sc_hd__nand4bb_4",
synth,syn_area_per_cell,12.0,µm²
global_route,grt_start_max_net_pins,88,
critical_path,crit_path_frequent_cell,"sky130_fd_sc_hd__buf_6",
placed_design,post-dp-hpwl,8.25,mm
floorplanning,pin_count,269,
clock_tree,tritoncts_clock_tree,"yes",
critical_path,cpPeakStageDelay,240,ps
clock_tree,cts_buffers,17,
finish,layout.cells.most_common_list,"sky130_fd_sc_hd__dlygate4sd2_1 (129), sky130_fd_sc_hd__and2_1 (128), sky130_fd_sc_hd__dfxtp_1 (84)",
critical_path,worstPathBufferInverterCount,3,
pwr,power.density,1390,nW/µm²
floorplanning,die-area,32800,µm²
finish,area_growth_syn_to_fin,72.3,%
drt,insertedDiodeCount,0,
drt,routedWlPerCell,13.0,µm
global_route,antenna_violations_before_repair,1,
pwr,power.leakage,3.04,nW
drt,drc,0,
drt,met2WireLength,4.98,mm
drt,detailedRoute.firstIterationViolations,61,
drt,met3WireLength,1.17,mm
finish,final_layout_top_logic_cell,"sky130_fd_sc_hd__dlygate4sd2_1",
drt,dr.max_layer_used,"met4",
drt,postRouteWirelength,11.0,mm
global_route,grt_pass1_vias,2616,
finish,layout-drive-gt1-share,20.4,%
global_route,first_pass_grt_wire_length,16.7,mm
clock_tree,h_tree_levels,4,
synth,synth.yosys.chip_area,3750,µm²
sta,timing.final.setup_violations,1,
sta,final_hold_viol_count,0,
critical_path,critPathArrivalTime,1130,ps
synth,postSynthRegisterBits,128,
sta,achievable_clock_frequency,0.710,GHz
drt,ant_nets,0,
synth,syn-cell-area,3750,µm²
floorplanning,floorplan.die.width,181,µm
run,number_of_openroad_warnings,28,
sta,timing.final.crit_share,101,%
finish,final_cells,840,
critical_path,critPathCaptureType,"primary output",
min_path,min-delay-path-class,"primary input to register",
clock_tree,clk_path_buf_depth,2,
synth,top_area_contributor_share,68.3,%
critical_path,timing.critical_path.fanout_max,4,
clock_tree,cts-root-buf,"sky130_fd_sc_hd__clkbuf_16",
drt,routed_vias,2575,
sta,max_slew_headroom,54.3,%
sta,worst_pin_slew,686,ps
critical_path,critical_path_cell_by_cell,"buf_6 -> nand4bb_4 -> buf_6 -> nor4b_4 -> buf_2",
synth,ys_warn_count,1,
floorplanning,fp-utilization,14.8,%
floorplanning,placementRows,58,
placed_design,portBuffers,201,
sta,period_minus_slack,1410,ps
sta,fin_worst_skew,7.32,ps
synth,yosys-top-cells-area,"sky130_fd_sc_hd__dfxtp_1 (68%), sky130_fd_sc_hd__and2_1 (22%), sky130_fd_sc_hd__buf_4 (6.8%), sky130_fd_sc_hd__clkbuf_2 (1.5%), sky130_fd_sc_hd__nor4b_1 (0.47%)",
placed_design,dpl.cell_count,802,
sta,worst_hold_slack,100,ps
drt,wl_met1,4.70,mm
critical_path,path_delay_family,"simple AND/OR/NAND/NOR gates",
drt,routed_via_density,3.07,
sta,timing.setup.tns,-8.08,ps
sta,layout_setup_ws,-8.08,ps
sta,timing.final.max_slew_violations,0,
clock_tree,clk-insertion-delay-late,400,ps
per-stage QoR:
stage / cell area [µm²] / util (%)
finish: 6460 / 25.5
global route: 6460 / 25.5
CTS: 6460 / 25.5
detailed placement: 5900 / 23.3
global placement: 5900 / 23.3
floorplan: 3750 / -
sequential cells by signal, indices dropped and copies added (netlist names):
| name | cells |
|---|---|
| Haddr1 | 32 |
| Haddr2 | 32 |
| Hwdata1 | 32 |
| Hwdata2 | 32 |
cell usage after synthesis, drive strengths merged:
master	instances
nand4bb	1
conb	1
nor4b	2
clkbuf	12
and2	129
nor4	1
a2111oi	1
nand2	1
buf	36
dfxtp	128
path summary, 6_finish.rpt:
path / from / endpoint / slack (ps) / cells after the start
hold / removal: Haddr[29] / Haddr1[29] / 100 / 2
setup / recovery: Haddr[28] / tempselx[2] / -8 / 5
setup reg to reg: Haddr1[31] / Haddr2[31] / 710 / 2
hold reg to reg: Hwdata1[26] / Hwdata2[26] / 450 / 1
routing by layer:
metal	track usage, %	up-vias
li1	-	1287
met1	8.22	1143
met2	10.1	132
met3	3.69	13
met4	0.911	0
met5	0	-
area by class of cell:
cell class                 instances  area [µm²]
clock buffer                      22         484
clock inverter                    10         133
fill                            2696       18900
multi-input combinational        137         915
sequential                       128        2620
tap                              330         413
timing repair buffer             213        1900
kinds of logic (layout without fill, tap and decap cells):
logic type / Yosys count / after routing / share of synthesized area (%)
DFF: 128 / 128 / 68.3
AOI/OAI and AO/OA: 1 / 1 / 0.400
buffers and inverters: 48 / 245 / 8.64
other: 1 / 2 / 0.100
and+or+nand+nor: 134 / 134 / 22.5
report_power, final:
| group | internal [mW] | switching [mW] | total, mW |
|---|---|---|---|
| Combinational | 0.416 | 0.156 | 0.572 |
| Sequential | 3.83 | 0.0502 | 3.88 |
| Clock | 2.98 | 1.59 | 4.56 |
| Total | 7.22 | 1.79 | 9.02 |
what timing repair did:
action                                  4_1_cts  5_1_grt
pin swaps                                     2        2
gates resized                               209        8
buffers inserted                              6        0
hold buffers                                  0        0
endpoints found under the setup margin      133        5
Power and IR drop assume default switching activity.
